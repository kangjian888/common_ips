`design/flow/design.v`:
```
module fbeb#(
    parameter DEPTH = 8,
    parameter DATA_WIDTH = 8
)
(
    input clk,
    input rst_n,
    input upstream_vld,
    output upstream_rdy,
    input [DATA_WIDTH-1:0] upstream_data,
    output downstream_vld,
    input downstream_rdy,
    output reg [DATA_WIDTH-1:0] downstream_data
);
localparam POINT_WIDTH = $clog2(DEPTH);
wire push;
wire pop;
assign push = upstream_vld && upstream_rdy;
assign pop = downstream_vld && downstream_rdy;
reg [POINT_WIDTH-1:0] tail;
reg [POINT_WIDTH-1:0] head;
always_ff @( posedge clk or negedge rst_n ) begin : point_gen
    if(~rst_n) begin
        head <= 'd0;
        tail <= 'd0;
    end
    else begin
        if(push) begin
            if(tail < DEPTH) begin
                tail <= tail + 1'b1; 
            end
            else begin
                tail <= 'd0;
            end
        end
        if(pop) begin
            if(head < DEPTH) begin
                head <= head + 1'b1;
            end
            else begin 
                head <= 'd0;
            end
        end
    end
end
wire [DEPTH-1:0] upstream_vld_demux;
genvar fifo_depth;
generate
    for (fifo_depth = 0; fifo_depth < DEPTH; fifo_depth = fifo_depth + 1) begin
        assign upstream_vld_demux[fifo_depth] = (tail == fifo_depth)? upstream_vld : 1'b0;
    end
endgenerate
wire [DEPTH-1:0] downstream_rdy_demux;
generate
    for (fifo_depth = 0; fifo_depth < DEPTH; fifo_depth = fifo_depth + 1) begin
        assign downstream_rdy_demux[fifo_depth] = (head == fifo_depth)? downstream_rdy : 1'b0;
    end
endgenerate
wire [DEPTH-1:0][DATA_WIDTH-1:0] downstream_data_src;
wire [DEPTH-1:0] upstream_rdy_src;
wire [DEPTH-1:0] downstream_vld_src;
generate
    for(fifo_depth = 0; fifo_depth < DEPTH; fifo_depth = fifo_depth + 1) begin
        hbeb #(
            .DATA_WIDTH(DEPTH))
        u_hbeb
    (
        .clk(clk),
        .rst_n(rst_n),
        .upstream_vld(upstream_vld_demux[fifo_depth]),
        .upstream_rdy(upstream_rdy_src[fifo_depth]),
        .upstream_data(upstream_data),
        .downstream_vld(downstream_vld_src[fifo_depth]),
        .downstream_rdy(downstream_rdy_demux[fifo_depth]),
        .downstream_data(downstream_data_src[fifo_depth])
    );
    end
endgenerate
assign downstream_data = downstream_data_src[head];
assign downstream_vld = |downstream_vld_src;
assign upstream_rdy = |upstream_rdy_src;
endmodule
module hbeb #(
    parameter DATA_WIDTH = 8
)
(
    input clk,
    input rst_n,
    input upstream_vld,
    output upstream_rdy,
    input [DATA_WIDTH-1:0] upstream_data,
    output downstream_vld,
    input downstream_rdy,
    output reg [DATA_WIDTH-1:0] downstream_data
);
reg  full;
always_ff @( posedge clk or negedge rst_n ) begin : write_and_read
    if(~rst_n) begin
        full <= 2'd0;
        downstream_data <= {DATA_WIDTH{1'b0}};
    end
    else begin
        if(upstream_vld && full == 1'b0) begin
            full <= 1'b1;
            downstream_data <= upstream_data;
        end
        if(downstream_rdy && full == 1'b1) begin
            full <= 1'b0;
        end
    end
end
assign downstream_vld = full;
assign upstream_rdy = ~full;
endmodule
```
`design/flow/run.sh`:
```
#!/bin/bash
# OpenROAD 26Q1-2900-gdf79404cd8, Yosys 0.63+post, stock flow scripts
make -C /OpenROAD-flow-scripts/flow DESIGN_CONFIG=/design/flow/config.mk WORK_HOME=/design/flow/orfs finish
```
`design/flow/config.mk`:
```
export PLATFORM = sky130hd
export DESIGN_NAME = fbeb
export DESIGN_NICKNAME = fbeb
export VERILOG_FILES = /design/flow/design.v
export SDC_FILE = /design/flow/constraint.sdc
export NUM_CORES = 4
export LEC_CHECK = 1
export CORE_UTILIZATION = 30
```
`design/flow/constraint.sdc`:
```
current_design fbeb

set clk_period 4.0
set clk_io_pct 0.2

create_clock -name clk0 -period $clk_period [get_ports {clk}]

set non_clock_inputs [all_inputs -no_clocks]
set_input_delay [expr $clk_period * $clk_io_pct] -clock clk0 $non_clock_inputs
set_output_delay [expr $clk_period * $clk_io_pct] -clock clk0 [all_outputs]
```
==> ds_physical_params.txt <==
Implementation parameters

Parameter                              Value

Detailed routing
  Per-cell via count in the routed design .................. between 4 and 5
  Number of design-rule violations left by the first detailed-router iteration .................. roughly 55
  Overall via count from detail_route .................. around 2,100
  Drc violations .................. 0
  Ant diodes .................. 0
  Number of optimization iterations in the first detailed-route pass .................. 4
  Routed WL .................. approximately 7200 um
  Antenna viol nets, final .................. 0
  Wire length per cell after detailed routing .................. between 15 and 20 um

Final layout
  Flop area .................. 0.00195 mm^2
  Area of the multi-input gates .................. around 0.0016 mm^2
  Fill cells .................. about 1,100
  Share of final-layout standard cells stronger than drive strength 1 .................. 0.378
  Layout overhead on the synthesized area .................. 17.8%
  Cell area after layout .................. 0.00432 mm^2

Critical path
  Maximum single-stage delay on the critical path .................. a little under 0.7 ns
  Required time of the critical path .................. roughly 3.2 ns
  CP Capture Type .................. output port
  WP buf/inv .................. 2
  Cell-by-cell listing of the critical path .................. clkinv_1, nand2_1, nand2_1, clkdlybuf4s50_1
  Cell repeated most along the worst path .................. nand2_1
  Cell with the largest stage delay on the worst path .................. dfrtp_1
  Critical path launch point type .................. flip-flop
  Maximum fanout along the worst path .................. 14
  Critical Setup Path Class .................. reg -> out
  Data arrival at the endpoint of the critical path .................. ~2.3 ns
  Top cell family by delay on the critical path .................. buffers and inverters

Final timing
  Max-slew violation total from the final report .................. 0
  Final-report setup violation count .................. 0
  Tmin final .................. around 3.0 ns
  Max Clk Rate .................. approximately 330 MHz
  Transition time at the pin with the least slew margin .................. around 0.66 ns
  Setup repair after global routing missed its margin .................. false
  Worst-case clock skew .................. about 0.0059 ns
  Final-layout setup total negative slack .................. 0 ns
  Final Cycle Share .................. 0.761
  Max-slew headroom at the worst pin .................. 0.557
  Count of endpoints failing hold in the final timing report .................. 0

Yosys
  Yosys stat chip area .................. 0.00367 mm^2
  Synthesized instance count .................. 255
  Portion of the post-synthesis area used by sequential elements .................. 0.532
  Synth area leader .................. dfrtp_1
  Count of synthesis-stage warnings from yosys .................. 3
  Synthesized cell area .................. 0.00367 mm^2
  Main area contributors after synthesis .................. dfrtp_1 (53%), mux2_2 (18%), mux4_2 (9.8%)
  Library cells used by synthesis .................. 26
  Synth Area per Inst .................. 14.4 um^2
  Area fraction of the dominant cell type after synthesis .................. 0.532
  Synth flops .................. about 80
  Number of cells in Yosys stat .................. roughly 260

Floorplanning
  Die extent in x .................. roughly 110 um
  Share of the core filled by cells before placement .................. 0.307
  Die Ht .................. roughly 110 um
  Floorplan Core Area .................. about 0.012 mm^2
  Chip Area .................. 0.0127 mm^2
  Standard-cell row count .................. about 40
  I/O Pins .................. 22

Run status
  Run status .................. complete, no violations

Clocking
  Post-cts resize count .................. 0
  CTS hold repair buffers .................. 0
  Root cell of the clock tree .................. clkbuf_16
  Clock-pin transition on the worst setup and hold timing paths .................. ~0.06 ns
  Depth of the CTS H-tree .................. 3
  Clock sink count .................. just under 80
  Setup repair bufs after CTS .................. 0
  Largest buffer count on any clock path .................. 2
  Clk latency late pin .................. 0.33 ns
  CTS tree .................. done
  Clock buffers created by TritonCTS .................. 9

Run
  Number of max-capacitance violations reported .................. 0
  Total tool warning count .................. 33

GRT
  Antenna violations before repair .................. 0
  Gr ovfl total .................. 0
  Wire length of the first global-routing pass .................. between 10,000 and 15,000 um
  Largest net degree at the start of global routing .................. 44
  Number of global-route vias before repair .................. 2,214
  Total track usage .................. 0.127

Power and ir drop
  Leakage power summed over all cells .................. around 1.9 nW
  Power density cells .................. roughly 810 mW/mm^2
  Post-route total power .................. ~0.0035 W
  Worst ir drop on vdd .................. about 0.31 mV

Placed design
  Final Wtd Congestion .................. 0.750
  Count of input and output buffers .................. 21
  Placed wire-length estimate .................. roughly 4700 um
  Cell area after placement .................. between 0.004 and 0.005 mm^2

Hold path
  Path category of the worst min-delay check .................. in -> async
[metal layers]
layer  GRT usage  up-vias  part of all wire
met5           0        -                 0
met4      0.0160        0             0.013
met3      0.0347        8             0.047
met2       0.188       37              0.45
met1       0.200     1110              0.49
li1            -      980                 -
[state kept, by name (all words and copies together), names as in the netlist]
| name | flops |
|---|---|
| tail | 3 |
| genblk3.u_hbeb.downstream_data | 64 |
| genblk3.u_hbeb.full | 8 |
| head | 3 |
[logic make-up (layout without fill, tap and decap cells)]
group	count (synthesis)	count (layout)	synth area share
muxes	84	84	0.314
DFF	78	78	0.532
and+or+nand+nor	60	60	0.0757
buffers and inverters	14	50	0.0225
adders and majority gates	12	12	0.0409
AOI/OAI and AO/OA	5	5	0.0102
xor gates and xnor gates	2	2	0.00477
[stage by stage]
| step | hold slack [ns] | util | worst slack, ns | std cells |
|---|---|---|---|---|
| 2_1_floorplan | 0.474 | - | 1.75 | 255 |
| 3_3_place_gp | 0.483 | 0.339 | 1.29 | 422 |
| 3_5_place_dp | 0.487 | 0.339 | 1.26 | 422 |
| 4_1_cts | 0.494 | 0.362 | 0.895 | 438 |
| 5_1_grt | 0.500 | 0.362 | 0.747 | 438 |
| 6_report | 0.466 | 0.362 | 0.954 | 438 |
[worst register-to-register path, cell delays in order, from the launching register on]
cell	delay, ns
dfrtp_1	0.69
clkinv_1	0.55
ha_1	0.45
mux2i_1	0.12
[cell usage in the layout (no fill, tap or decap), types with 3 or more instances in the layout]
cell,count
clkdlybuf4s50_1,20
mux2_4,8
buf_4,8
mux4_2,16
clkbuf_16,9
nand3_1,3
a21o_1,3
inv_1,4
clkinv_2,3
nand2_1,43
ha_1,12
or3_1,3
nor3_2,3
mux2_2,58
dfrtp_1,78
[power breakdown]
group | total (W) | switching [W] | internal, W
Sequential | 0.00145 | 0.000266 | 0.00118
Combinational | 0.00134 | 0.000477 | 0.000865
Clock | 0.000729 | 0.000295 | 0.000434
[final timing paths]
check	slack [ns]	end	cells after the start	startpoint
max in group asynchronous	2.66	genblk3[4].u_hbeb.downstream_data[3]	2	rst_n
hold / removal	0.47	genblk3[4].u_hbeb.downstream_data[7]	1	rst_n
hold reg to reg	0.50	genblk3[6].u_hbeb.downstream_data[1]	1	genblk3[6].u_hbeb.downstream_data[1]
min in group clk0	0.50	genblk3[6].u_hbeb.downstream_data[1]	1	genblk3[6].u_hbeb.downstream_data[1]
setup reg to reg	2.11	head[2]	3	head[2]
setup / recovery	0.95	downstream_data[6]	4	head[2]
[synth_stat cells (all sizes together)]
cell type / count
nor3: 3
nand4: 2
buf: 7
dfrtp: 78
nor2b: 1
or2: 1
mux4: 16
mux2: 66
clkinv: 1
or3: 3
a21bo: 1
a21o: 3
nand2: 43
mux2i: 2
o21ai: 1
clkbuf: 1
inv: 5
nor4: 2
nand3: 3
nand3b: 2
ha: 12
xnor2: 2
[layout make-up]
cell class              instances  share of cell area
flip-flops and latches         78               0.451
multi-input cells             163               0.378
repair buffers                 28              0.0602
clock buffers                  12              0.0570
well taps                     147              0.0425
clock inverters                 4             0.00521
inverters                       6             0.00521
No activity file was given, so power comes from the tool's default toggle rates.
